File: design/flow/run.sh
#!/bin/bash
# OpenROAD 26Q1-2900-gdf79404cd8, Yosys 0.63+post, stock flow scripts
make -C /OpenROAD-flow-scripts/flow DESIGN_CONFIG=/design/flow/config.mk WORK_HOME=/design/flow/orfs finish
File: design/flow/config.mk
export PLATFORM = sky130hd
export DESIGN_NAME = top
export DESIGN_NICKNAME = top
export VERILOG_FILES = /design/flow/design.v
export SDC_FILE = /design/flow/constraint.sdc
export NUM_CORES = 4
export LEC_CHECK = 1
export CORE_AREA = 10 10 70 70
export DIE_AREA = 0 0 80 80
File: design/flow/constraint.sdc
current_design top

set clk_period 1.1
set clk_io_pct 0.2

create_clock -name clk0 -period $clk_period [get_ports {btnC}]

set non_clock_inputs [all_inputs -no_clocks]
set_input_delay [expr $clk_period * $clk_io_pct] -clock clk0 $non_clock_inputs
set_output_delay [expr $clk_period * $clk_io_pct] -clock clk0 [all_outputs]
File: design/flow/design.v
module d_flipflop(
    input clk,
    input rst,
    input d,
    output reg q
);
initial begin q <= 1'b0;   end 
always @(posedge clk ) begin
    if (rst)
        q <= 1'b0;
    else
        q <= d;
end
endmodule
module full_adder(
    input a,
    input b,
    input cin,
    output sum,
    output cout
);
assign sum = a ^ b ^ cin;
assign cout = (a & b) | (b & cin) | (a & cin);
endmodule
module modulo_counter(
    input clk,
    input rst,
    output [2:0] Q,
    output out
    );
    assign compare_reset = (Q[2] & ~Q[1] & Q[0]);
    wire count [2:0];
    wire compare_reset;
    wire count_rst;
    wire [2:0] sum;
    wire d_output;
    full_adder zero(
        .a(Q[0]),
        .b(1'b1),
        .cin(1'b0),
        .sum(sum[0]),
        .cout(count[0])
    );
    full_adder one(
        .a(Q[1]),
        .b(1'b0),
        .cin(count[0]),
        .sum(sum[1]),
        .cout(count[1])
 );
    full_adder two(
        .a(Q[2]),
        .b(1'b0),
        .cin(count[1]),
        .sum(sum[2]),
        .cout(count[2])
    );
    assign count_rst = rst | compare_reset;
    d_flipflop dff0(
        .clk(clk),
        .rst(count_rst),
        .d(sum[0]),
        .q(Q[0])
   );
   d_flipflop dff1(
        .clk(clk),
        .rst(count_rst),
        .d(sum[1]),
        .q(Q[1])
);
    d_flipflop dff2(
        .clk(clk),
        .rst(count_rst),
        .d(sum[2]),
        .q(Q[2])
);
assign d_output = compare_reset ^ out;
d_flipflop dff_out(
    .clk(clk),
    .rst(rst),
    .d(d_output),
    .q(out)
);
endmodule
`timescale 1ns / 1ps
module ripple_counter(
    input clk,
    input rst,
    output q0,
    output q1,
    output q2
    );
   t_flipflop tff0(
   .clk(clk),
   .rst(rst),
   .t(1'b1),
   .q(q0)
   );
   t_flipflop tff1(
   .clk(q0),
   .rst(rst),
   .t(1'b1),
   .q(q1)
   );
   t_flipflop tff2(
   .clk(q1),
   .rst(rst),
   .t(1'b1),
   .q(q2)
   );
endmodule
module t_flipflop(
    input clk,
    input rst,
    input t,
    output reg q
);
always @(posedge clk or posedge rst) begin
    if (rst)
        q <= 1'b0;
    else if (t)
        q <= ~q;
end
endmodule
module top(
    input btnC,
    input btnU,
    output [6:0] led
);
wire ripple_q0, ripple_q1, ripple_q2;
wire [2:0] mod_Q;
wire mod_out;
ripple_counter ripple(
    .clk(btnC),
    .rst(btnU),
    .q0(ripple_q0),
    .q1(ripple_q1),
    .q2(ripple_q2)
);
assign led[0] = ripple_q0;
assign led[1] = ripple_q1;
assign led[2] = ripple_q2;
modulo_counter modulo(
    .clk(btnC),
    .rst(btnU),
    .Q(mod_Q),
    .out(mod_out)
);
assign led[5:3] = mod_Q;
assign led[6] = mod_out;
endmodule
==> results.sh <==
# physical design summary
export IMPL_ys_types=13
export IMPL_cp_arrival_ns=0.80
export IMPL_period_minus_slack_ns=1.02
export IMPL_final_setup_skew_ns=0.00187
export IMPL_crit_family="flip-flops"
export IMPL_clock_root_buffer="clkbuf_4"
export IMPL_grt_max_degree=6
export IMPL_drive_gt1_frac=0.314
export IMPL_crit_path_top_delay_cell="dfrtp_1"
export IMPL_finalHoldViolations=0
export IMPL_powerDensity_nw_per_um2=1070
export IMPL_fp_util=0.0868
export IMPL_holdBufCountCts=0
export IMPL_hpwl_um=400
export IMPL_synth_flops=7
export IMPL_hold_class="in -> async"
export IMPL_cp_max_fo=3
export IMPL_avgSynthCellArea_um2=10.6
export IMPL_insertion_delay_ns=0.24
export IMPL_drc_errors=0
export IMPL_utilization=0.124
export IMPL_cts_clk_slew_worst_paths_ns=0.04
export IMPL_fin_setup_tns_ns=0
export IMPL_n_antenna_cell=0
export IMPL_yosys_stat_area_um2=297
export IMPL_cp_cell_sequence="clkdlybuf4s15_1"
export IMPL_critPathCaptureType="primary output"
export IMPL_fillers=396
export IMPL_synth_seq_share=0.523
export IMPL_die_h_um=80
export IMPL_unclocked_pins=2
export IMPL_routabilityCongestion=0.683
export IMPL_fp_coreArea_um2=3420
export IMPL_maxSlewViolCount=0
export IMPL_status="finished, final reports clean"
export IMPL_cts_htree_levels=1
export IMPL_r2r_start="modulo.dff0.q$_SDFF_PP0_"
export IMPL_maxCapViolCount=0
export IMPL_cts_buffer_depth=2
export IMPL_die_w_um=80
export IMPL_rrSetupSlack_ns=0.12
export IMPL_start_kind="flip-flop"
export IMPL_max_freq_mhz=978
export IMPL_tool_warnings=25
export IMPL_gr_total_overflow=0
export IMPL_netlist_area_um2=297
export IMPL_grt_use_total=0.0160
export IMPL_total_power_uw=451
export IMPL_grt_pass1_wl_um=883
export IMPL_cp_buffers_inverters=1
export IMPL_antenna_found_initial=0
export IMPL_seq_area_um2=160
export IMPL_worstSetupPathType="reg -> out"
export IMPL_cts_buffers=3
export IMPL_setup_viol=0
export IMPL_first_pass_iters=2
export IMPL_io_pins=9
export IMPL_layoutNonFillerInstCount=81
export IMPL_ys_cells=28
export IMPL_rows=21
export IMPL_fin_crit_sh=0.930
export IMPL_io_buffers=8
export IMPL_antenna_left=0
export IMPL_comb_area_um2=73.8
export IMPL_worstPathRequired_ns=0.88
export IMPL_grt_pass1_vias=212
export IMPL_vias=187
export IMPL_reg2reg_to="modulo.dff2.q$_SDFF_PP0_"
export IMPL_yosysWarningCount=3
export IMPL_syn_to_final_growth_pct=42.6
export IMPL_dieArea_um2=6400
export IMPL_place_inst=76
export IMPL_worst_pin_slew_ns=0.214
export IMPL_syn_instance_count=28
export IMPL_vdd_drop_max_mv=0.161
export IMPL_drt_iter0_drc=12
export IMPL_crit_path_max_incr_delay_ns=0.39
export IMPL_routedWlPerCell_um=6.28
export IMPL_ff2ff_path_depth=4
export IMPL_drt_vias_per_instance=2.31
export IMPL_cts_tree="built"
export IMPL_routed_wl_um=509
export IMPL_leakage_uw=0.000182
export IMPL_rsz0062_at_grt="false"
export IMPL_untimed_endpoints=4
export IMPL_maxSlewHeadroom=0.857
==> flip-flops by register name, summed over array words and instances (netlist names) <==
name	cells
modulo.dff0.q	1
modulo.dff2.q	1
modulo.dff1.q	1
ripple.tff1.q	1
ripple.tff0.q	1
modulo.dff_out.q	1
ripple.tff2.q	1
==> worst max-delay path by stage <==
| stage | from | end | cells past startpoint |
|---|---|---|---|
| 6_report | ripple.tff0.q$_DFF_PP0_ | led[0] | 1 |
| 5_1_grt | modulo.dff0.q$_SDFF_PP0_ | modulo.dff2.q$_SDFF_PP0_ | 4 |
| 4_1_cts | ripple.tff0.q$_DFF_PP0_ | led[0] | 1 |
==> routing by layer <==
metal | track usage | share of wire | vias up
li1 | - | - | 91
met1 | 0.0181 | 0.42 | 86
met2 | 0.0241 | 0.41 | 8
met3 | 0.00682 | 0.14 | 2
met4 | 0.0106 | 0.029 | 0
met5 | 0 | 0 | -
==> cells in the mapped netlist, drive strengths merged <==
library cell,instances,area [um^2]
and3b,1,10.0
nand3b,1,7.51
buf,7,52.6
nor3b,1,7.51
dfrtp,3,75.1
ha,1,12.5
dfxtp,4,80.1
xnor2,1,8.76
nor2,2,7.51
nand2b,1,6.26
a21oi,1,5.00
inv,4,15.0
or2b,1,8.76
==> per-stage QoR <==
step           setup slack, ns  area (um^2)  hold slack [ns]
6_report                0.0774          423            0.309
3_5_place_dp            0.0484          389            0.440
3_3_place_gp            0.0532          389            0.429
5_1_grt                 0.0286          423            0.330
2_1_floorplan            0.225          297          -0.0264
4_1_cts                 0.0569          423            0.300
==> cell type report <==
class | instances | area share
flip-flops and latches | 7 | 0.379
repair buffers | 10 | 0.213
multi-input cells | 10 | 0.175
well taps | 46 | 0.136
clock buffers | 4 | 0.0621
inverters | 4 | 0.0355
==> logic make-up (layout without fill, tap and decap cells) <==
kind of cell             after synthesis  count (layout)  share of synthesized area
buffers and inverters                 11              18                      0.228
flip-flops                             7               7                      0.523
AND/OR/NAND/NOR                        7               7                      0.160
adder cells (fa/ha/maj)                1               1                     0.0422
AND-OR/OR-AND                          1               1                     0.0169
XOR/XNOR                               1               1                     0.0295
==> report_power, final <==
part	leakage, uW	internal [uW]	switching (uW)
logic	0.0000899	28.3	15.8
registers	0.0000773	194	6.30
clock network	0.0000150	137	69.8
==> cells in the final DEF, fill, tap and decap left out, drive strengths merged <==
master | Yosys | final
clkbuf | 0 | 4
xnor2 | 1 | 1
a21oi | 1 | 1
dfxtp | 4 | 4
ha | 1 | 1
or2b | 1 | 1
nand3b | 1 | 1
buf | 7 | 2
nor3b | 1 | 1
dfrtp | 3 | 3
clkdlybuf4s15 | 0 | 1
nor2 | 2 | 2
and3b | 1 | 1
nand2b | 1 | 1
dlygate4sd2 | 0 | 4
inv | 4 | 4
clkdlybuf4s50 | 0 | 3
==> repair_timing <==
| action | CTS | global route |
|---|---|---|
| buffers inserted | 1 | 0 |
| resized | 10 | 0 |
| endpoints found under the hold margin | 0 | 0 |
| endpoints found under the setup margin | 5 | 0 |
Power and IR drop assume default switching activity.
